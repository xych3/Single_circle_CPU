$ cat /design/flow/design.v
`timescale 1ns / 1ps
module BranchComp(
    input [1:0] brSel,       
    input [31:0] rs1,        
    input [31:0] rs2,        
    input [31:0] imm,        
    output reg brEq,         
    output reg brLt          
    );
    reg [31:0] dataA;
    reg [31:0] dataB;
    always @(brSel or rs1 or rs2) begin
        case (brSel)
            2'b10,
            2'b11: begin
                dataA <= rs1;
                dataB <= imm;
            end
            default: begin  
                dataA <= rs1;
                dataB <= rs2;
            end
        endcase
    end
    always @(brSel or dataA or dataB) begin
        case (brSel)
            2'b00,
            2'b10: begin
                if(dataA[31]==1 && dataB[31]==0) begin
                    brLt <= 0;
                    brEq <= 0;
                end
                else if(dataA[31]==0 && dataB[31]==1) begin
                    brLt <= 1;
                    brEq <= 0;
                end
                else if(dataA[31]==0 && dataB[31]==0) begin
                    brLt <= (dataA>dataB)? 1:0;
                    brEq <= (dataA==dataB)? 1:0;
                end
                else if(dataA[31]==1 && dataB[31]==1) begin
                    brLt <= (dataA<dataB)? 1:0;
                    brEq <= (dataA==dataB)? 1:0;
                end
            end
            2'b01,
            2'b11: begin
                brLt <= (dataA>dataB)? 1:0;
                brEq <= (dataA==dataB)? 1:0;
            end
        endcase
    end
endmodule
$ cat /design/flow/run.sh
#!/bin/bash
# OpenROAD 26Q1-2900-gdf79404cd8, Yosys 0.63+post, stock flow scripts
make -C /OpenROAD-flow-scripts/flow DESIGN_CONFIG=/design/flow/config.mk WORK_HOME=/design/flow/orfs finish
$ cat /design/flow/config.mk
export PLATFORM = sky130hd
export DESIGN_NAME = BranchComp
export DESIGN_NICKNAME = BranchComp
export VERILOG_FILES = /design/flow/design.v
export SDC_FILE = /design/flow/constraint.sdc
export NUM_CORES = 4
export LEC_CHECK = 1
export CORE_AREA = 10 10 109 109
export DIE_AREA = 0 0 119 119
$ cat /design/flow/constraint.sdc
current_design BranchComp

set clk_period 7.6
set clk_io_pct 0.2

create_clock -name clk0 -period $clk_period

set non_clock_inputs [all_inputs -no_clocks]
set_input_delay [expr $clk_period * $clk_io_pct] -clock clk0 $non_clock_inputs
set_output_delay [expr $clk_period * $clk_io_pct] -clock clk0 [all_outputs]
==> out/qor.yml <==
status:
  status: "completed"
detailed_routing:
  drt-pass1-iter-count: 4
  vias_per_cell: 3.657
  antenna_left: 0
  avgRoutedWirePerCell_um: 11.63
  antenna_cells: 0
  drc: 0
  routed_wl_um: 4302
  drt_iter0_markers: 26
  wl_met1_um: 2033
  top_layer: "met4"
  wl_met3_um: 226
  vias: 1353
  wl_met2_um: 1991
floorplan:
  fp_util_pct: 12.06
  rows: 36
  core-area_mm2: 0.009639
  fp.dieW_um: 119
  ios: 100
  die_h_um: 119
  die-area_mm2: 0.01416
synthesis:
  top_cell_area_share_pct: 36.60
  yosysUniqueCellTypes: 28
  yosysWarnings: 1
  synthCells: 139
  ys_area_mm2: 0.001162
  synthTopCellsByArea: "ha_1 37%, mux2i_1 26%, a21oi_1 6.0%, nand3_1 3.0%, mux2_2 2.9%"
  synth_area_mm2: 0.001162
  avgSynthCellArea_um2: 8.362
  largest_area_cell: "ha_1"
  yosysCellCount: 139
  ys.flops: 2
placement:
  placed_area_mm2: 0.002321
  io_buffers: 100
  post-place-ws_ns: 0.7525
  place_congestion: 0.7898
  post-dp-hpwl_um: 4097
layout:
  drive_gt1_share_pct: 2.954
  final_common_cell: "clkdlybuf4s50_1"
  final_cell_mix: "99 x clkdlybuf4s50_1, 34 x ha_1, 30 x mux2i_1"
  synthToLayoutAreaGrowth_pct: 99.68
  design_area_mm2: 0.002321
worst_setup_path:
  cp_max_fo: 17
  worst_ep_required_time_ns: 6.08
  cp-end-kind: "output pin"
  start_kind: "primary input"
  path_class: "primary input to output pin"
  arrival_ns: 5.27
  worstSetupEndpoint: "brLt"
  startpoint: "brSel[1]"
clock_network:
  hold_buffers: 0
  cts_resized: 0
  cts_setup_buffers: 0
sta:
  fin_ws_ns: 0.8147
  hold_viol: 0
  rsz0062_at_grt: "false"
  untimed_endpoints: 2
  finalClockPeriodUsage_pct: 89.28
  final-setup-viol-count: 0
  timing.fmax_ghz: 0.1474
  slew_viol_final: 0
  fin_crit_ns: 6.785
  unclocked_regs: 2
  tns_ns: 0
grt:
  antenna_found_initial: 0
  grt_pass1_vias: 1432
  globalRoute.totalOverflow: 0
  grt_max_degree: 18
  grt.total_usage_pct: 5.747
  grt_pass1_wl_um: 6789
pwr:
  ir_drop_mv: 0.01758
  p_leak_nw: 1.006
  power.density_mw_per_mm2: 49.01
  finalPower_mw: 0.1138
flow_run:
  cap_violations: 0
  warnings: 34
## Yosys cell counts
library cell  number
nor2b_1            1
inv_1              7
or4_1              1
or3_1              3
clkbuf_1           2
or2_4              1
o21ai_1            1
or3_4              1
ha_1              34
nor3_1             1
a211oi_1           1
mux2_2             3
nand4_1            5
buf_1              2
nor2_1             3
a21o_1             2
a221oi_1           2
dlxtn_1            2
mux2i_1           30
o21ai_0            2
o31ai_1            2
conb_1             1
o211ai_1           1
nand3_1            7
a21oi_1           14
nand2_1            8
a22o_1             1
nor4_1             1
## cell type report
class                   instances  area, um^2
fillers                      1082        7318
multi-input cells             127        1095
repair buffers                101        1003
well taps                     133       166.4
flip-flops and latches          2       30.03
inverters                       7       26.28
## state kept, by name (all words and copies together) (netlist names)
| name | flops |
|---|---|
| brLt | 1 |
| brEq | 1 |
## power by group
part           total [mW]  switching (mW)  internal [mW]
registers         0.00114        0.000118        0.00102
logic               0.113          0.0393         0.0733
clock network           0               0              0
## routing by layer
layer / GRT usage [%] / up-vias
met4: 0.6107 / 0
met3: 1.007 / 2
met1: 7.580 / 568
met2: 9.855 / 55
li1: - / 728
met5: 0 / -
## per-stage QoR
stage	cells	util [%]
floorplan	140	-
global route	370	24.08
global placement	370	24.08
finish	370	24.08
detailed placement	370	24.08
CTS	370	24.08
## critical path: stages
cell and delay, ns:
buf_2 0.38, buf_4 0.40, mux2_2 0.39, ha_1 0.30
nand3_1 0.10, or3_4 0.41, or2_4 0.27, or3_1 0.35
a22o_1 0.23, mux2_2 0.28, dlxtn_1 0.24, clkdlybuf4s50_1 0.40
## logic make-up after synthesis
family          share of synthesized area [%]
fa+ha+maj                               36.60
other cells                            0.3226
compound gates                          13.46
simple gates                            14.75
buf+inv                                 3.553
mux                                     28.74
latches                                 2.584
Power is estimated from default activity; no workload was simulated.
