`./run.sh`:
```
#!/bin/bash
# OpenROAD 26Q1-2900-gdf79404cd8, Yosys 0.63+post, stock flow scripts
make -C /OpenROAD-flow-scripts/flow DESIGN_CONFIG=/design/flow/config.mk WORK_HOME=/design/flow/orfs finish
```
`./config.mk`:
```
export PLATFORM = sky130hd
export DESIGN_NAME = InsMem
export DESIGN_NICKNAME = InsMem
export VERILOG_FILES = /design/flow/design.v
export SDC_FILE = /design/flow/constraint.sdc
export NUM_CORES = 4
export LEC_CHECK = 1
export CORE_UTILIZATION = 50
```
`./constraint.sdc`:
```
current_design InsMem

set clk_period 5.5
set clk_io_pct 0.2

create_clock -name clk0 -period $clk_period

set non_clock_inputs [all_inputs -no_clocks]
set_input_delay [expr $clk_period * $clk_io_pct] -clock clk0 $non_clock_inputs
set_output_delay [expr $clk_period * $clk_io_pct] -clock clk0 [all_outputs]
```
`./design.v`:
```
`timescale 1ns / 1ps
module InsMem(
    input RW,                    
    input [7:0] IAddr,           
    output reg [31:0] IDataOut   
    );
    reg [7:0] Inst[0:255];       
    always @(IAddr) begin
        IDataOut = {Inst[IAddr],Inst[IAddr+1],Inst[IAddr+2],Inst[IAddr+3]};
    end
    initial begin
        {Inst[0],Inst[1],Inst[2],Inst[3]} <= 32'b000000001000_00000_000_00001_0010011;           
        {Inst[4],Inst[5],Inst[6],Inst[7]} <= 32'b000000000010_00000_110_00010_0010011;           
        {Inst[8],Inst[9],Inst[10],Inst[11]} <= 32'b0000000_00001_00010_000_00011_0110011;        
        {Inst[12],Inst[13],Inst[14],Inst[15]} <= 32'b0100000_00010_00011_000_00101_0110011;      
        {Inst[16],Inst[17],Inst[18],Inst[19]} <= 32'b0000000_00010_00101_111_00100_0110011;      
        {Inst[20],Inst[21],Inst[22],Inst[23]} <= 32'b0000000_00010_00110_110_01000_0110011;      
        {Inst[24],Inst[25],Inst[26],Inst[27]} <= 32'b000000000001_01000_001_01000_0010011;       
        {Inst[28],Inst[29],Inst[30],Inst[31]} <= 32'b1_111111_00001_01000_001_1110_1_1100011;    
        {Inst[32],Inst[33],Inst[34],Inst[35]} <= 32'b000000000100_00010_010_00110_0010011;       
        {Inst[36],Inst[37],Inst[38],Inst[39]} <= 32'b000000000000_00110_010_00111_0010011;       
        {Inst[40],Inst[41],Inst[42],Inst[43]} <= 32'b000000001000_00111_000_00111_0010011;       
        {Inst[44],Inst[45],Inst[46],Inst[47]} <= 32'b1_111111_00001_00111_000_1110_1_1100011;    
        {Inst[48],Inst[49],Inst[50],Inst[51]} <= 32'b0000000_00010_00001_010_00100_0100011;      
        {Inst[52],Inst[53],Inst[54],Inst[55]} <= 32'b000000000100_00001_010_01001_0000011;       
        {Inst[56],Inst[57],Inst[58],Inst[59]} <= 32'b111111111110_00000_000_01010_0010011;       
        {Inst[60],Inst[61],Inst[62],Inst[63]} <= 32'b000000000001_01010_000_01010_0010011;       
        {Inst[64],Inst[65],Inst[66],Inst[67]} <= 32'b1_111111_00000_01010_100_1110_1_1100011;    
        {Inst[68],Inst[69],Inst[70],Inst[71]} <= 32'b000000000010_00010_111_01011_0010011;       
        {Inst[72],Inst[73],Inst[74],Inst[75]} <= 32'b0_0000000100_0_00000000_01000_1101111;      
        {Inst[76],Inst[77],Inst[78],Inst[79]} <= 32'b0000000_00010_00100_110_01000_0110011;      
        {Inst[80],Inst[81],Inst[82],Inst[83]} <= 32'b000000000000_xxxxx_000_xxxxx_1110011;       
    end
endmodule
```
==> flow.log <==
[metrics] run summary
INFO  metric drt_iter0_drc = 539
INFO  metric gr-total-overflow = 0
INFO  metric ys_sh_simple = 27.3%
INFO  metric route.vias.total = 6142
INFO  metric number_of_global_route_vias_before_repair = approximately 5400
INFO  metric fin_area = about 0.0052 mm2
INFO  metric chipWidth = 98.7 um
INFO  metric setup_crit_start_kind = primary input
INFO  metric syn_area_per_cell = 6.19 um2
INFO  metric vias_per_cell = 7.05
INFO  metric cp-end-kind = output port
INFO  metric final.clkbuf_count = 0
INFO  metric worst-endpoint-required = 4.40 ns
INFO  metric totalNegativeSetupSlack = 0 ns
INFO  metric min_to = IDataOut[3]
INFO  metric track_usage = 37.1%
INFO  metric critPathKind = primary input to output port
INFO  metric status = finished, final reports clean
INFO  metric yosys-dominant-comb-family = AND-OR/OR-AND gates
INFO  metric synth_compound_gate_area_share = 46.4%
INFO  metric layout_top_cells_excl_fill_tap = sky130_fd_sc_hd__nand2_1, sky130_fd_sc_hd__o21ai_0, sky130_fd_sc_hd__a21oi_1
INFO  metric grt_antenna_before_repair = 0
INFO  metric final-setup-viol-count = 0
INFO  metric wl = around 18000 um
INFO  metric place_area = around 0.0052 mm2
INFO  metric finalHoldViolations = 0
INFO  metric max_freq = between 150 and 200 MHz
INFO  metric yosys_cells = 754
INFO  metric post_synth_xor_area_fraction = ~8%
INFO  metric layout_top_cell = sky130_fd_sc_hd__nand2_1
INFO  metric yosys-mux-area-fraction = 3.11%
INFO  metric worst_hold_startpoint = IAddr[0]
INFO  metric yosys_area = 0.00467 mm2
INFO  metric placementRows = 34
INFO  metric mappedNetlistArea = 0.00467 mm2
INFO  metric powerDensity = 118 mW/mm2
INFO  metric top_level_ports = 41
INFO  metric post_cts_buffers = 0
INFO  metric worst-endpoint-arrival = 4.19 ns
INFO  metric max_slew_margin = 50.5%
INFO  metric total_leakage_power = 1.92 nW
INFO  metric rsz0062_at_grt = no
INFO  metric tightest_slew = 0.743 ns
INFO  metric timing.final.max_slew_violations = 0
INFO  metric synth.distinct_cells = 85
INFO  metric warnings = 50
INFO  metric fin_crit_sh = 96.2%
INFO  metric drt_drc_violations_left = 0
INFO  metric io_buffers = 39
INFO  metric netlist_instances = 754
INFO  metric area.sequential = 0 um2
INFO  metric globalplace.congestion = 0.992
INFO  metric drt-pass1-iter-count = 6
INFO  metric yosys.area_share.adder = 5.36%
INFO  metric timing.final.crit_period = 5.29 ns
INFO  metric cts-hold-fix-buffers = 0
INFO  metric max_cap_viol_count = 0
INFO  metric design.die.area = approximately 0.0097 mm2
INFO  metric core-area = 0.00889 mm2
INFO  metric synthesis.yosys.warnings = 1
INFO  metric layout_fillers = 878
INFO  metric worst_hold_path_type = primary input to output port
INFO  metric synth_sequential_area_ratio = 0%
INFO  metric die_height = between 90 and 100 um
INFO  metric nFlopsAndLatches = 0
INFO  metric path_max_fanout = 11
INFO  metric worst_hold_path.num_cells = 4
INFO  metric effective_utilization_at_floorplan = 52.5%
INFO  metric final_hpwl_dp = around 13000 um
INFO  metric post_drt_wl_per_cell = a little over 20 um
INFO  metric grt_first_pass_wirelength = 28700 um
INFO  metric grt_start_max_net_pins = 54
INFO  metric synthesis_to_finish_area_growth = 11.9%
INFO  metric layout-drive-gt1-share = 13.0%
INFO  metric drt.antenna.violating_nets = 0
INFO  metric max-vdd-ir-drop = 0.0000745 V
INFO  metric diodes = 0
-- worst max-delay path, cell delays in order --
cell and delay, ns:
sky130_fd_sc_hd__clkdlybuf4s50_1 0.42, sky130_fd_sc_hd__inv_1 0.14, sky130_fd_sc_hd__ha_2 0.27, sky130_fd_sc_hd__buf_4 0.24, sky130_fd_sc_hd__inv_1 0.08, sky130_fd_sc_hd__ha_2 0.41
sky130_fd_sc_hd__inv_1 0.16, sky130_fd_sc_hd__or3_1 0.45, sky130_fd_sc_hd__o22ai_1 0.15, sky130_fd_sc_hd__nand3_1 0.09, sky130_fd_sc_hd__o311ai_1 0.12, sky130_fd_sc_hd__clkdlybuf4s50_1 0.53
-- repair_timing --
item / CTS / global route
resized: 0 / 3
hold endpoints to repair: 0 / 0
setup endpoints to repair: 0 / 6
-- synth_stat cells (all sizes together), types with 5 or more instances --
cell type  count  area share, %
mux2i         10            2.1
nor2          66            5.5
nor2b          9            1.2
or3            5           0.67
inv           11           0.88
a311oi         8            1.5
o31ai          7            1.2
nand4          5           0.80
o22ai          8            1.1
a21o           5           0.80
xor2           6            1.6
nand3         29            3.5
o21a           5           0.80
o311ai         6            1.1
and2           6           0.80
nand2b        11            1.5
nor3          21            2.3
buf           39            4.8
and3           7            1.2
o211ai        34            5.5
clkbuf        48            3.9
nand2         86            6.9
o21ai         86            9.2
a21oi         78            8.6
o221ai         7            1.3
a2bb2oi        5           0.94
a211oi        14            2.3
ha            20            5.4
a31oi         30            4.3
xnor2         18            6.3
-- power breakdown --
group          switching [W]  total, W  internal [W]
clock                      0         0             0
combinational       0.000357  0.000617      0.000260
sequential                 0         0             0
-- per-stage QoR --
stage	hold slack (ns)	instances	utilization (%)	total power [W]	worst slack [ns]
after global routing	3.01	871	58.8	0.000670	0.0195
final	2.95	871	58.8	0.000617	0.210
after global placement	2.95	871	58.6	0.000598	0.214
after floorplan	2.55	754	-	0.000398	0.823
after detailed placement	2.94	871	58.6	0.000600	0.194
after CTS	2.95	871	58.6	0.000602	0.146
-- cell families after synthesis --
kind of cell,count (synthesis)
adders and majority gates,20
xor gates and xnor gates,24
AOI/OAI and AO/OA,333
buffers and inverters,102
muxes,12
and+or+nand+nor,263
-- final cells by class --
cell class | instances | area (um2) | share of cell area (%)
multi-input combinational | 652 | 4230 | 80.8
timing repair buffer | 96 | 811 | 15.5
tap | 108 | 135 | 2.58
inverter | 15 | 56.3 | 1.08
-- how the worst max path moves through the flow --
stage | startpoint | endpoint
finish | IAddr[1] | IDataOut[2]
global route | IAddr[1] | IDataOut[18]
CTS | IAddr[1] | IDataOut[2]
-- per-layer routing --
metal | up-vias | part of all wire (%) | track usage, %
met5 | - | 0 | 0
met4 | 0 | 2.5 | 10.4
met3 | 43 | 11 | 6.42
met2 | 401 | 44 | 56.4
met1 | 2827 | 42 | 54.1
li1 | 2871 | - | -
Power figures rest on the tool's default switching activity, not on a simulated workload.
