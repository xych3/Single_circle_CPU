===== ./design.v =====
`timescale 1ns / 1ps
module Seg_LED(
    input clk,                           
    input [15:0] display_data,           
    output [3:0] led_pos,                
    output [7:0] led_segment             
    );
    integer div_cnt;
    reg clk_div;
    initial begin
        div_cnt <= 0;
        clk_div <= 0;
    end
    always @(posedge clk) begin
        if(div_cnt==32'd100000) begin    
            div_cnt <= 1'b0;
            clk_div <= ~clk_div;
        end
        else div_cnt <= div_cnt + 1'b1;
    end
    reg [3:0] pos_ctrl = 4'b1110;
    always @(posedge clk_div) begin
        pos_ctrl <= {pos_ctrl[2:0], pos_ctrl[3]};
    end
    reg [3:0] segment_ctrl;
    always @(pos_ctrl or display_data) begin
       case (pos_ctrl)
            4'b1110: segment_ctrl <= display_data[3:0];
            4'b1101: segment_ctrl <= display_data[7:4];
            4'b1011: segment_ctrl <= display_data[11:8];
            4'b0111: segment_ctrl <= display_data[15:12];
           default: segment_ctrl <= 4'hf;
       endcase 
    end
    reg [7:0] segment;
    always @(segment_ctrl)
        case(segment_ctrl)
            4'b0000 : segment <= 8'b1100_0000;  
            4'b0001 : segment <= 8'b1111_1001;  
            4'b0010 : segment <= 8'b1010_0100;  
            4'b0011 : segment <= 8'b1011_0000;  
            4'b0100 : segment <= 8'b1001_1001;  
            4'b0101 : segment <= 8'b1001_0010;  
            4'b0110 : segment <= 8'b1000_0010;  
            4'b0111 : segment <= 8'b1100_0000;  
            4'b1000 : segment <= 8'b1000_0000;  
            4'b1001 : segment <= 8'b1001_0000;  
            4'b1010 : segment <= 8'b1000_1000;  
            4'b1011 : segment <= 8'b1000_0011;  
            4'b1100 : segment <= 8'b1100_0110;  
            4'b1101 : segment <= 8'b1010_0001;  
            4'b1110 : segment <= 8'b1000_0110;  
            4'b1111 : segment <= 8'b1000_1110;  
            default : segment <= 8'b0000_0000;  
        endcase
    assign led_pos = pos_ctrl;
    assign led_segment = segment;
endmodule

===== ./constraint.sdc =====
current_design Seg_LED

set clk_period 4.2
set clk_io_pct 0.2

create_clock -name clk0 -period $clk_period [get_ports {clk}]

set non_clock_inputs [all_inputs -no_clocks]
set_input_delay [expr $clk_period * $clk_io_pct] -clock clk0 $non_clock_inputs
set_output_delay [expr $clk_period * $clk_io_pct] -clock clk0 [all_outputs]

===== ./config.mk =====
export PLATFORM = sky130hd
export DESIGN_NAME = Seg_LED
export DESIGN_NICKNAME = Seg_LED
export VERILOG_FILES = /design/flow/design.v
export SDC_FILE = /design/flow/constraint.sdc
export NUM_CORES = 4
export LEC_CHECK = 1
export CORE_AREA = 10 10 106 106
export DIE_AREA = 0 0 116 116

===== ./run.sh =====
#!/bin/bash
# OpenROAD 26Q1-2900-gdf79404cd8, Yosys 0.63+post, stock flow scripts
make -C /OpenROAD-flow-scripts/flow DESIGN_CONFIG=/design/flow/config.mk WORK_HOME=/design/flow/orfs finish

==> Slide: Implementation Results <==
Key Metrics from the Run

Outcome
  • Outcome: finished clean

Run
  • Tool Warnings: 27
  • Number of violations of the max-capacitance limit: 0

Min path
  • Launch point of the worst hold path: div_cnt[31]
  • Cell count of the worst hold path: 1
  • Worst min-delay path category: flip-flop to flip-flop
  • Endpoint with the worst hold slack: div_cnt[31]

Worst setup path
  • End of the worst register-to-register path: clk_div
  • Critical setup path kind: input pin to primary output
  • Peak fanout along the critical path: 8
  • Worst r2r src: div_cnt[0]
  • Arrival time at the worst endpoint: 2.80 ns
  • CP Capture Type: primary output
  • Required time reported for the critical path endpoint: 3.36 ns
  • Kind of start point of the critical path: input pin
  • Reg-to-reg slack, setup: 2.32 ns
  • R2R depth: 5

Pwr
  • Leakage: 0.9251 nW
  • Power Total: 599.1 µW
  • Total power divided by cell area: 248.3 nW/µm²
  • IR Drop Worst-Case VDD: 166.6 µV

Yosys
  • Count of state elements after synthesis: 37
  • Gate count of the mapped netlist: 200
  • Cells in synth_stat.txt: 200
  • Average footprint of a synthesized cell: 9.891 µm²
  • Total standard cell area after synthesis: 1978 µm²
  • Number of flops mapped to enable cells by yosys: 1
  • Total number of yosys warnings: 1
  • Fraction of synthesis flops using an asynchronous set or reset pin: 0%
  • Number of different library cells in the post-synthesis netlist: 45
  • Fraction of the yosys area taken by sequential cells: 37.95%
  • Chip area estimate from yosys synthesis: 1978 µm²
  • Dominant synthesized flop cell: dfxtp_1

Timing
  • Register pins left without a clock: 4
  • Setup-failing EPs final: 0
  • Endpoints left unconstrained: 8
  • Final TNS setup: 0 ns
  • Transition time of the tightest slew-check pin: 0.7256 ns
  • Post-route clock period utilization: 86.61%
  • Max transition margin: 51.45%
  • Hold violation total from the final report: 0
  • Final setup skew: 0.005462 ns
  • Hold WS: 0.4704 ns
  • Minimum clock period after layout: 3.638 ns
  • Setup repair after global routing missed its margin: false
  • Fin. max-slew vios: 0
  • Highest achievable clock rate: 274.9 MHz

Die
  • Overall die width: 116 µm
  • Vertical die dimension: 116 µm
  • I/O pins: 29
  • Chip area: 13460 µm²
  • Core Density at Floorplan: 22.36%
  • Rows: 34
  • Core area: 8848 µm²

CTS
  • Reg clk slew, reported paths: 0.06 ns
  • Worst-skew pair later-pin latency: 0.28 ns
  • Post-CTS Setup Bufs: 0
  • Number of buffers between clock root and the deepest sink: 2
  • TritonCTS clock tree: yes
  • Hold-fix buffer count after cts: 0
  • Clock Root Buffer: clkbuf_8
  • H-tree depth reported by CTS: 2
  • Number of buffers created by CTS: 5
  • Resized Gates After CTS: 0

Detailed routing
  • Number of DRC markers after the initial detailed-route iteration: 62
  • Number of vias after detailed routing: 1467
  • Final WL: 3798 µm
  • Post-detailed-route via-to-cell ratio: 4.353
  • Detailed Routing Iterations Pass 1: 3
  • Avg WL per Cell: 11.27 µm
  • Remaining number of nets flagged by the antenna check after routing: 0
  • Diodes inserted: 0
  • DRC violation count after routing: 0

Global routing
  • Pin count of the biggest net entering global routing: 11
  • Total global routing track utilization: 5.701%
  • First-pass GRT wire length: 6472 µm
  • Total grt overflow: 0
  • Number of antenna violations at the first check in global routing: 0
  • Number of global-route vias before repair: 1370

Placement
  • Routability congestion estimate from global placement: 0.8659
  • Placed wire-length estimate after detailed placement: 2822 µm
  • Count of port buffers added during placement: 27

Cells and area
  • Area grow syn2layout: 21.95%
  • Layout cells sized above 1: 14.41%
  • Fill cell total of the finished layout: 940
[Yosys cell counts, drive strengths merged, types with 2 or more instances]
library cell	n	share of area [%]
and3	6	1.9
dfxtp	36	36
o22ai	4	2.2
xnor2	17	7.5
nor4	4	1.3
a31oi	3	3.2
ha	4	2.5
nand4	10	5.0
a21oi	2	0.51
o32ai	4	2.9
nand2	13	2.5
o21ai	2	0.51
a31o	4	1.8
inv	10	2.0
nor2	25	4.7
buf	6	2.6
nor3	9	3.9
a211oi	2	1.3
xor2	14	6.2
nand3	10	2.5
mux2i	2	1.0
[flip-flops by register name, indices dropped and copies added, names as in the netlist]
name / count
div_cnt: 32
pos_ctrl: 4
clk_div: 1
[area by class of cell]
type / instances / area, µm² / area share (%)
Clock buffer: 8 / 80.08 / 3.320
Sequential cell: 37 / 750.7 / 31.12
Inverter: 10 / 40.04 / 1.660
Multi-Input combinational cell: 147 / 1136 / 47.10
Timing Repair Buffer: 27 / 270.3 / 11.20
Tap cell: 108 / 135.1 / 5.602
[worst max-delay path by stage]
stage / endpoint / start / depth (start not counted)
4_1_cts: led_segment[3] / display_data[13] / 7
5_1_grt: led_segment[3] / display_data[2] / 6
6_report: led_segment[3] / display_data[13] / 7
[routing by layer]
layer / global-route usage, % / up-vias / routed length, µm
li1: - / 761 / -
met1: 8.682 / 666 / 2041
met2: 7.850 / 38 / 1422
met3: 1.988 / 2 / 314
met4: 0.5004 / 0 / 19
met5: 0 / - / 0
[power by group]
part,leakage (nW),internal [mW],total [mW],switching (mW)
Combinational,0.584,0.0365,0.0589,0.0224
Clock,0.0395,0.118,0.226,0.108
Sequential,0.301,0.314,0.314,0
Total,0.925,0.468,0.599,0.131
[critical path, stage by stage]
cell	delay, ns
clkdlybuf4s50_1	0.47
o22ai_2	0.11
a31oi_4	0.33
ha_1	0.28
a21oi_1	0.09
a22oi_2	0.19
clkdlybuf4s50_1	0.49
[layout by cell type, fill, tap and decap left out, drive strengths merged, types with 9 or more instances in the layout]
cell type	netlist	final
xor2	14	14
nand3	10	10
nand4	10	10
clkdlybuf4s50	0	27
dfxtp	36	36
inv	10	10
nor2	25	25
xnor2	17	17
nor3	9	9
nand2	13	13
[per-stage QoR]
stage                     utilization [%]  std cells  worst slack, ns  area (µm²)
after global routing                27.26        337           0.4369        2412
after global placement              26.36        329           0.5911        2332
after detailed placement            26.36        329           0.5637        2332
after CTS                           27.26        337           0.5545        2412
after floorplan                         -        200            1.574        1978
final                               27.26        337           0.5623        2412
[kinds of logic (layout without fill, tap and decap cells)]
family / Yosys count / count (layout) / share of synthesized area, %
muxes: 2 / 2 / 1.012
adders and majority gates: 4 / 4 / 2.530
DFF: 37 / 37 / 37.95
AOI/OAI and AO/OA: 25 / 25 / 14.23
and+or+nand+nor: 84 / 84 / 25.74
buffers and inverters: 16 / 45 / 4.617
other: 1 / 1 / 0.1896
xor gates and xnor gates: 31 / 31 / 13.73
No activity file was given, so power comes from the tool's default toggle rates.
